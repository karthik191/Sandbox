==> design.v <==
module read_logic #(parameter depth = 7, width = 8)(input clk_out,remove,reset,syn_flush,input [depth: 0]w2rsync_ff2, output reg [depth-1 : 0]read_addr, output reg [depth : 0]rptr, output reg read_enable, empty );
parameter[1:0] idle=2'b00, s0=2'b01,s1=2'b11;
reg[1:0] current_state, next_state;
always@(posedge clk_out, negedge reset)
begin
	if(!reset)
		current_state<=idle;
	else if(syn_flush)
		current_state<=idle;
	else
		current_state<=next_state;
end
always@(*)
begin
	next_state = idle ;
	case(current_state)
		idle:
			if(remove)
				next_state<=s0;
			else
				next_state<=idle;
		s0:
			if(remove)
				next_state<=s0;
			else
				next_state<=s1;
		s1:
			if(remove)
				next_state<=s0;
			else
				next_state<=s1;
		default:	next_state<=idle;
	endcase
end
always@(posedge clk_out, negedge reset)
begin
	if(!reset)
	begin	
		empty<=1'b1;
		read_enable <= 0;
		read_addr <= 0;
		rptr <=0;
	end
	else if(syn_flush)
	begin	
		empty<=1'b1;
		read_enable <= 0;
		read_addr <= 0;
		rptr <=0;
	end		
	else
	case(current_state)
		idle: 
		begin  
			if(w2rsync_ff2[depth:0]>0)	
				empty<=1'b0;
			else
			begin
				empty<=1'b1;
				read_enable <= 0;
				read_addr <= 0;
				rptr <= 0;
			end
		end
		s0:
		begin  
			if(rptr[depth:0] == w2rsync_ff2[depth:0])
			begin
				empty<=1'b1;
				read_enable <= 1'b0;
				read_addr <= read_addr;
				rptr <= rptr;
			end
			else if(rptr !=w2rsync_ff2)
			begin
				read_addr<=rptr[width-2:0];
				empty<=1'b0;
				read_enable<=1'b1;
				if(rptr==8'b11111111)
					rptr<=8'h0;
				else
					rptr<=rptr+1;
			end
		end
		s1:
		begin   
			if(rptr[depth:0] !=w2rsync_ff2[depth:0])
				empty<=1'b0;
		else
		begin
			empty<=empty;
			rptr<=rptr;
			read_enable<=1'b0;
			read_addr<=read_addr;
		end
		end
endcase
end
endmodule
module write_logic#(parameter depth = 7, width = 8)(input clk_in,insert,reset,flush,input [depth : 0]r2wsync_ff2, output reg [depth-1 : 0]write_addr, output reg [depth : 0]wptr, output reg write_enable,full);
parameter[1:0] idle=2'b00, s0=2'b01,s1=2'b11;
reg[1:0] current_state, next_state;
always@(posedge clk_in, negedge reset)
begin
	if(!reset)
		current_state<=idle;
	else if(flush)
		current_state<=idle;
	else
		current_state<=next_state;
end
always@(*)
begin
	 next_state = idle ;
case(current_state)
	idle:
		if(insert)
			next_state=s0;
		else
			next_state=idle;
	s0:
		if(insert)
			next_state=s0;
		else
			next_state=s1;
	s1:
		if(insert)
			next_state=s0;
		else
			next_state=s1;
		default:	next_state=idle;
endcase
end
always@(posedge clk_in, negedge reset)
begin
	if(!reset)
	begin	
		full<=0;
		write_enable <= 0;
		write_addr <= 0;
		wptr <=0;
	end
	else if(flush)
	begin	
		full<=0;
		write_enable <= 0;
		write_addr <= 0;
		wptr <=0;
	end		
	else
	case(current_state)
		idle: 
		begin
 			full<=0;
			write_enable <= 0;
			write_addr <= 0;
			wptr <=0;
		end
		s0:
		begin 			
			if(wptr[depth-1:0] == r2wsync_ff2[depth-1:0] && wptr[depth] !=  r2wsync_ff2[depth])	
			begin 
				full<=1'b1;
				write_enable <= 1'b0;
				write_addr <= write_addr;
				wptr <= wptr;
			end
			else
			begin  
				full<=1'b0;
				write_enable <= 1'b1;
				write_addr <= wptr[width-2:0];
				if(wptr == 8'b11111111)
					wptr <= 8'h0;
				else begin
					wptr <= wptr+1; 
				end
			end
		end
		s1:
		begin  
			if(!(wptr[depth-1:0] == r2wsync_ff2[depth-1:0] && wptr[depth] !=  r2wsync_ff2[depth]))
			begin
				full<=0;
				write_enable <= 0;
				write_addr <= write_addr;
				wptr <= wptr;
			end
			else
			begin
				full<=full;
				write_enable <= 0;
				write_addr <= write_addr;
				wptr <= wptr;
			end
		end
endcase
end
endmodule
module fifo_memory #(parameter mem_width =32, mem_depth = 128, depth= 7 )
(input[mem_width-1:0]temp_data_in,input[depth-1:0] read_addr, write_addr, input write_enable,read_enable, flush, reset,output reg [mem_width-1:0] data_out) ;
reg [mem_width-1:0] mem[0:mem_depth-1];
integer i;
always @(*)
begin
	if(!reset)
	begin
		data_out = 32'h0;
		for(i=0;i<128;i=i+1)
			mem[i] = 32'h0;
	end
	else if(flush)
	begin
		data_out = 32'h0;
		for(i=0;i<128;i=i+1)
			mem[i] = 32'h0;
	end
	else if(write_enable && read_enable)
	begin
		mem[write_addr] = temp_data_in;
		data_out =  mem[read_addr];
	end
	else if(write_enable )
	begin
		mem[write_addr] = temp_data_in;
	end
	else if(read_enable )
		 data_out =  mem[read_addr];
end
endmodule	
module sync_rd2wr #(parameter width =8, depth = 7)
(input[depth:0] rptr,input clk_in,reset,flush,input[31:0] data_in, output reg[depth:0] r2wsync_ff2,output reg[31:0] temp_data_in);
reg [depth:0] r2wsync_ff1;
reg [31:0] temp4;
always @(posedge clk_in, negedge reset)
begin
	if(!reset)
	begin
		r2wsync_ff2 <= 0 ;
		r2wsync_ff1 <= 0 ;		
	end
	else
	begin     
		r2wsync_ff1 <= rptr ;
		r2wsync_ff2 <= r2wsync_ff1; 
	end
end
always @ (posedge clk_in or negedge reset)
begin
	if(!reset)
		temp_data_in<=32'h0;
	else
	begin
		temp4<=data_in;
		temp_data_in<=temp4;
	end
end
endmodule
module sync_wr2rd #(parameter width =8, depth = 7)
(input[depth:0] wptr,input clk_out,reset,flush, output reg[depth:0] w2rsync_ff2, output reg syn_flush);
reg [depth:0] w2rsync_ff1;
reg sync_flush1;
always @(posedge clk_out, negedge reset)
begin
	if(!reset)
	begin
		w2rsync_ff2 <= 0 ;
		w2rsync_ff1 <= 0 ;		
	end
	else
	begin
		w2rsync_ff1 <= wptr ;
		w2rsync_ff2 <= w2rsync_ff1;
	end
end
always @(posedge clk_out, negedge reset)
begin
if(!reset)
	syn_flush<=0;
else
begin
		sync_flush1 <= flush ;
		syn_flush<= sync_flush1;		
end
end
endmodule
module fifo_top #(parameter mem_width =32, mem_depth = 128, depth= 7, width = 8)(input clk_in, clk_out, flush,reset, insert,remove, input [ mem_width-1:0] data_in,output [ mem_width-1:0] data_out,output full,empty);
wire [depth:0]r2wsync_ff2,w2rsync_ff2,rptr, wptr;
wire write_enable, read_enable, syn_flush;
wire [depth-1:0]write_addr, read_addr;
wire [mem_width-1:0] temp_data_in;
 write_logic #( 7, 8)w1(.clk_in(clk_in), .reset(reset), .flush(flush), .insert(insert),.r2wsync_ff2(r2wsync_ff2), .full(full),
.write_enable(write_enable), .write_addr(write_addr),
.wptr(wptr));
read_logic #(7,8)r1(.clk_out(clk_out), .reset(reset), .remove(remove),
.syn_flush(syn_flush), .w2rsync_ff2(w2rsync_ff2),
.empty(empty), .read_enable(read_enable), .read_addr(read_addr),
.rptr(rptr));
fifo_memory #(32,128,7)m1(.reset(reset), .flush(flush),.write_enable(write_enable), .read_enable(read_enable),
 .write_addr(write_addr),.read_addr(read_addr), .data_out(data_out),.temp_data_in(temp_data_in));
sync_wr2rd #(8,7)w2r1(.wptr(wptr), .clk_out(clk_out),.reset(reset), .flush(flush),. w2rsync_ff2(w2rsync_ff2),.syn_flush(syn_flush));
sync_rd2wr #(8,7)r2w1(.rptr(rptr), .clk_in(clk_in), .reset(reset), .r2wsync_ff2(r2wsync_ff2),.temp_data_in(temp_data_in),.data_in(data_in));
endmodule
==> run.sh <==
#!/bin/bash
# OpenROAD 26Q1-2900-gdf79404cd8, Yosys 0.63+post, stock flow scripts
make -C /OpenROAD-flow-scripts/flow DESIGN_CONFIG=/design/flow/config.mk WORK_HOME=/design/flow/orfs finish
==> config.mk <==
export PLATFORM = sky130hd
export DESIGN_NAME = fifo_top
export DESIGN_NICKNAME = fifo_top
export VERILOG_FILES = /design/flow/design.v
export SDC_FILE = /design/flow/constraint.sdc
export NUM_CORES = 4
export LEC_CHECK = 1
export CORE_UTILIZATION = 30
==> constraint.sdc <==
current_design fifo_top

set clk_period 3.2
set clk_io_pct 0.2

create_clock -name clk0 -period $clk_period [get_ports {clk_in}]
create_clock -name clk1 -period $clk_period [get_ports {clk_out}]

set non_clock_inputs [all_inputs -no_clocks]
set_input_delay [expr $clk_period * $clk_io_pct] -clock clk0 $non_clock_inputs
set_output_delay [expr $clk_period * $clk_io_pct] -clock clk0 [all_outputs]
==> run notes <==
run metrics: top cells by count, synth nand2_1 (9083), a21oi_1 (4658), dlxtn_1 (4128), DIE HEIGHT 857.1 um, number of global-route vias before repair 376900, run status did not finish, GRT Util Overall 117.9%, first-pass GRT wire length 5479 mm, post-CTS sizing 0, dpl hpwl 2899 mm, Post-synth EDFFs 33, Top-area cell share 28.27%, Final Wtd Congestion 1.598, Synth async-reset ratio 2.461%, Init Core Util 30.14%, port bufs 70, std cell rows 313, Err [ERROR GRT-0116] Global routing finished with congestion. Check the congestion regions in the DRC Viewer., register pins left without a clock 4128, Placed Cells 41250, pin count of the biggest net entering global routing 177, yosys warning tally 4102, Yosys chip area 219300 sq um, Yosys top cell by instances nand2_1, Mapped Avg Cell Area 6.791 sq um, Overflow after GRT 146600, main area contributors dlxtn_1 (28%), mux2i_1 (16%), nand2_1 (16%), main flop type dlxtn_1, Failed at 5_1_grt, post-synth top area cell dlxtn_1, Post-Syn Area 219300 sq um, boundary pin count 72, Yosys reg bits 4266, Yosys cell types 91, Syn Inst Count 32300, chip width 857.1 um, # Cells Yosys 32300, endpoints left unconstrained 4160
## routing by layer
metal,GRT usage (%),GRT overflow
met1,117.1,38710
met2,140.3,73420
met3,108.2,20590
met4,92.91,12300
met5,93.69,1603
## stage by stage
| stage | area [sq um] | power [W] | hold slack (ns) | worst slack (ns) |
|---|---|---|---|---|
| after floorplan | 219300 | 0.01142 | 0.3306 | 1.118 |
| after detailed placement | 247600 | 0.02067 | 0.3347 | 0.3393 |
| after global placement | 247600 | 0.02074 | 0.3371 | 0.1910 |
| after CTS | 248300 | 0.02345 | 0.2054 | 0.3511 |
## kinds of logic after synthesis
group	Yosys count	synth area share [%]
muxes	3631	16.60
xor gates and xnor gates	16	0.06389
latches	4128	28.27
adders and majority gates	2	0.01141
and+or+nand+nor	11420	21.59
DFF	138	1.651
AOI/OAI and AO/OA	9256	25.23
buffers and inverters	3709	6.591
## repair_timing
item | CTS
setup buffers | 0
hold endpoints to repair | 7
hold buffers | 1
Power is estimated from default activity; no workload was simulated.
